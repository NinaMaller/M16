$ cat flow/run.sh
#!/bin/bash
# OpenROAD 26Q1-2900-gdf79404cd8, Yosys 0.63+post, stock flow scripts
make -C /OpenROAD-flow-scripts/flow DESIGN_CONFIG=/design/flow/config.mk WORK_HOME=/design/flow/orfs finish
$ cat flow/config.mk
export PLATFORM = sky130hd
export DESIGN_NAME = multiply
export DESIGN_NICKNAME = multiply
export VERILOG_FILES = /design/flow/design.v
export SDC_FILE = /design/flow/constraint.sdc
export NUM_CORES = 4
export LEC_CHECK = 1
export CORE_UTILIZATION = 30
$ cat flow/constraint.sdc
current_design multiply

set clk_period 6.2
set clk_io_pct 0.2

create_clock -name clk0 -period $clk_period [get_ports {clk}]

set non_clock_inputs [all_inputs -no_clocks]
set_input_delay [expr $clk_period * $clk_io_pct] -clock clk0 $non_clock_inputs
set_output_delay [expr $clk_period * $clk_io_pct] -clock clk0 [all_outputs]
$ cat flow/design.v
module dreg(clk, d, q);
    parameter width = 1;
    input clk;
    input [width-1:0] d;
    output [width-1:0] q;
    reg [width-1:0] q;
    always @(posedge clk) begin
        q <= #3 d;
    end
endmodule
module mux2(a, b, sel, y);
    parameter width = 1;
    input [width-1:0] a, b;
    input sel;
    output [width-1:0] y;
    assign #3 y = sel ? b : a;
endmodule
module shl(a, y);
    parameter width = 1;
    input [width-1:0] a;
    output [width-1:0] y;
    assign y = {a[width-2:0], 1'b0};
endmodule
module shr(a, y);
    parameter width = 1;
    input [width-1:0] a;
    output [width-1:0] y;
    assign y = {1'b0, a[width-1:1]};
endmodule
module adder16(a, b, sum);
    input [15:0] a, b;
    output [15:0] sum;
    assign #48 sum = a+b;
endmodule
module partial_product (a, b, pp);
  input [15:0] a;  
  input b;   
  output [15:0] pp;  
  assign #1 pp[0] = a[0] & b;
  assign #1 pp[1] = a[1] & b;
  assign #1 pp[2] = a[2] & b;
  assign #1 pp[3] = a[3] & b;
  assign #1 pp[4] = a[4] & b;
  assign #1 pp[5] = a[5] & b;
  assign #1 pp[6] = a[6] & b;
  assign #1 pp[7] = a[7] & b;
  assign #1 pp[8] = a[8] & b;
  assign #1 pp[9] = a[9] & b;
  assign #1 pp[10] = a[10] & b;
  assign #1 pp[11] = a[11] & b;
  assign #1 pp[12] = a[12] & b;
  assign #1 pp[13] = a[13] & b;
  assign #1 pp[14] = a[14] & b;
  assign #1 pp[15] = a[15] & b;
endmodule
module is_done (a, b, done);
  input [15:0] a;
  input [7:0] b;
  output done;
  wire check;
  assign check = b[0] | b[1] | b[2] | b[3] | b[4] | b[5] | b[6] | b[7];  
  assign #4 done = !check;  
endmodule
module multiply (clk, ain, bin, reset, prod, ready);
    input clk;
    input [7:0] ain, bin;
    input reset;
    output [15:0] prod;
    output ready;
  wire [15:0] a;
  assign a[15]=1'b0;
  assign a[14]=1'b0;
  assign a[13]=1'b0;
  assign a[12]=1'b0;
  assign a[11]=1'b0;
  assign a[10]=1'b0;
  assign a[9]=1'b0;
  assign a[8]=1'b0;
  assign a[7]=ain[7];
  assign a[6]=ain[6];
  assign a[5]=ain[5];
  assign a[4]=ain[4];
  assign a[3]=ain[3];
  assign a[2]=ain[2];
  assign a[1]=ain[1];
  assign a[0]=ain[0];
  wire [7:0] bout, b_reg_to_shift, b_reg_to_mux, bdelay;
  wire bzero;
  mux2 #(8) loadB(b_reg_to_mux, bin, reset, bout);
  dreg #(8) delay_b(clk, bout, bdelay); 
  is_done check(a,bdelay,ready); 
  dreg #(8) breg (clk, bout, b_reg_to_shift);
  assign bzero = b_reg_to_shift[0];  
  shr #(8) bshift (b_reg_to_shift, b_reg_to_mux);
  wire [15:0] a_mux_to_reg, shifted_a, a_shift_to_mux;
  mux2 #(16) loadA( a_shift_to_mux, a, reset, a_mux_to_reg);
  dreg #(16) areg(clk, a_mux_to_reg, shifted_a);
  shl #(16) ashift(shifted_a, a_shift_to_mux);
  wire[15:0] pp;
  partial_product calculate(shifted_a, bzero, pp);
  wire [15:0] pp_mux_to_reg, mux_to_adder, product_mux_to_reg;
  mux2 #(16) pp_mux( pp, 16'b0, reset, pp_mux_to_reg);
  dreg #(16) ppreg(clk, pp_mux_to_reg, mux_to_adder);
  wire [15:0] product, product_reg_to_adder;
  adder16 add(mux_to_adder, product_reg_to_adder , product);
  assign prod = product;
  mux2 #(16) rst_mux( product, 16'b0, reset, product_mux_to_reg);
  dreg #(16) productreg(clk, product_mux_to_reg, product_reg_to_adder);
endmodule
module clock_gen(clk);
    parameter half_period = 30;  
    output clk;
    reg    clk;
    initial clk = 0;
    always #half_period clk = ~clk;
endmodule
==> flow_summary.yaml <==
# generated from flow reports
grt:
  grtUsageTotal_pct: 11.17
  grt_pass1_wl_mm: 7.424
  grt_antenna_before_repair: 0
  grt_pass1_vias: 1598
  grt_max_degree: 47
  grt_overflow_total: 0
placed_design:
  port_buffers: 34
  dpl.hpwl_mm: 3.042
  place_congestion: 0.8378
worst_setup_path:
  crit_path_start_kind: "flip-flop"
  worstSetupPathType: "reg -> out"
  cp_max_fo: 3
  endpoint_kind: "primary output"
  cp.arrival_ns: 2.84
  cp.required_ns: 4.96
sta:
  max_slew_margin_pct: 42.18
  hold_viol_final: 0
  fmax_mhz: 245.3
  hold_ws_ns: 0.4340
  setup-tns-final_ns: 0
  tightest_slew_ns: 0.8655
  fin_crit_ns: 4.076
  rsz0062_at_grt: "false"
  period_used_pct: 65.74
  finClkSkew_ns: 0.008702
  finalSetupViolCount: 0
  drv_slew: 0
run:
  tool_warnings: 25
  max_cap_viol_count: 0
detailed_routing:
  drt-pass1-iter-count: 4
  drtIter0Drc: 77
  drc_errors: 0
  wl_per_cell_um: 11.56
  insertedDiodeCount: 0
  totalWireLength_mm: 4.186
  vias: 1629
  ant_nets: 0
  vias_per_cell: 4.500
floorplanning:
  die_h_um: 91.74
  ios: 35
  row_count: 32
  floorplan.core_util_pct: 31.11
  die_w_um: 91.74
  dieArea_um2: 8416
  fp.coreArea_um2: 7767
clocking:
  clockBufferDepth: 2
  cts_made_buffers: 5
  cts_resized: 0
  insertion_delay_ns: 0.30
  cts_hold_buf: 0
  htree_num_levels: 2
  cts_setup_buffers: 0
  cts_tree: "yes"
  cts.reportedPaths.clkPinSlew_ns: 0.09
  clockRootBuffer: "clkbuf_8"
  cts.sink_count: 56
logic_synthesis:
  ys_types: 38
  ys.flops: 56
  yosys_area_um2: 2416
  ys_seq_share_pct: 46.40
  syn-mean-instance-area_um2: 10.69
  netlist_area_um2: 2416
  yosys_warnings: 2
  netlist_instances: 226
  yosysCellCount: 226
power_and_ir_drop:
  leakage_nw: 1.265
  powerDensity_nw_per_um2: 236.3
  vdd_ir_drop_max_mv: 0.1316
final_layout:
  lay_top_count: "dfxtp_1"
  drive_above_1_share_pct: 11.54
  area_growth_pct: 22.63
  mostFrequentLayoutCells: "56 x dfxtp_1, 34 x clkdlybuf4s50_1, 23 x nor2b_1"
status:
  outcome: "finished clean"
worst_hold_path:
  min_path_type: "reg -> reg"
[synthesized netlist by cell type]
| cell | instances | area share, % |
|---|---|---|
| a211o_1 | 1 | 0.36 |
| a21o_1 | 6 | 1.9 |
| a21oi_1 | 12 | 2.5 |
| a21oi_2 | 1 | 0.36 |
| a221o_1 | 1 | 0.41 |
| a221oi_2 | 1 | 0.62 |
| a22oi_1 | 1 | 0.31 |
| a31oi_1 | 2 | 0.52 |
| and2_1 | 19 | 4.9 |
| and2_4 | 1 | 0.36 |
| and3_1 | 2 | 0.52 |
| and4_1 | 1 | 0.36 |
| buf_1 | 2 | 0.31 |
| buf_2 | 1 | 0.21 |
| clkbuf_1 | 4 | 0.62 |
| dfxtp_1 | 56 | 46 |
| fa_1 | 1 | 0.83 |
| ha_1 | 15 | 7.8 |
| inv_1 | 1 | 0.16 |
| mux2_1 | 7 | 3.3 |
| mux2_2 | 14 | 6.5 |
| nand2_1 | 9 | 1.4 |
| nand2_2 | 2 | 0.52 |
| nand3_1 | 2 | 0.41 |
| nor2_1 | 11 | 1.7 |
| nor2b_1 | 23 | 6.0 |
| nor3_1 | 2 | 0.41 |
| o211a_1 | 1 | 0.41 |
| o21a_1 | 1 | 0.31 |
| o21ai_0 | 3 | 0.62 |
| o21ai_1 | 2 | 0.41 |
| o221ai_2 | 2 | 1.2 |
| o31ai_1 | 1 | 0.31 |
| o31ai_2 | 1 | 0.52 |
| o31ai_4 | 1 | 0.88 |
| or4_1 | 2 | 0.62 |
| xnor2_1 | 9 | 3.3 |
| xor2_1 | 5 | 1.8 |
[registers in the layout, summed over array words and instances, names as in the netlist]
name and flops:
areg.q 16, breg.q 8, ppreg.q 16, productreg.q 16
[worst max-delay path: stages, from the launching register on]
cell and delay, ns:
dfxtp_1 0.31, ha_1 0.22, fa_1 0.41, a21o_1 0.23, a221oi_2 0.35, o221ai_2 0.18
a21oi_2 0.21, xnor2_1 0.14, clkdlybuf4s50_1 0.48
[power breakdown]
part	total [mW]	switching, mW	internal [mW]
Sequential	0.388	0.00768	0.380
Clock	0.223	0.107	0.116
Combinational	0.0894	0.0350	0.0544
[layout make-up]
class / count / area (um2)
Clock buffer: 5 / 68.82
Clock inverter: 1 / 30.03
Fill cell: 764 / 4805
Inverter: 1 / 3.754
Multi-Input combinational cell: 162 / 1264
Sequential cell: 56 / 1121
Tap cell: 102 / 127.6
Timing Repair Buffer: 35 / 347.8
[logic make-up (layout without fill, tap and decap cells)]
family | count (synthesis) | count (layout) | share of synthesized area [%]
AND/OR/NAND/NOR | 74 | 74 | 17.19
flip-flops | 56 | 56 | 46.40
AND-OR/OR-AND | 37 | 37 | 11.65
multiplexers | 21 | 21 | 9.788
adder cells (fa/ha/maj) | 16 | 16 | 8.597
XOR/XNOR | 14 | 14 | 5.075
buffers and inverters | 8 | 42 | 1.294
[per-layer routing]
layer	vias up	part of all wire, %	wire length (um)	track usage, %
met2	33	44	1822	16.42
met1	738	50	2103	16.89
met5	-	0	0	0
met4	0	1.7	71	1.693
met3	7	4.5	188	3.376
li1	851	-	-	-
[metrics by stage]
step                      total power [mW]  std cells  setup slack [ns]  instance area (um2)  utilization (%)
after floorplan                     0.4442        226             3.073                 2416                -
after global placement              0.4866        356             2.471                 2864            36.87
after detailed placement            0.4867        356             2.455                 2864            36.87
after CTS                           0.7141        362             2.093                 2963            38.14
after global routing                0.7435        362             1.928                 2963            38.14
final                               0.7000        362             2.124                 2963            38.14
[final timing paths]
path | from | end | slack [ns] | depth (start not counted)
setup / recovery | productreg.q[0] | prod[14] | 2.12 | 8
hold / removal | areg.q[15] | ppreg.q[15] | 0.43 | 1
setup reg to reg | productreg.q[0] | productreg.q[14] | 3.85 | 7
hold reg to reg | areg.q[15] | ppreg.q[15] | 0.43 | 1
Power and IR drop assume default switching activity.
