[./constraint.sdc]
current_design adder5

set clk_period 12.2
set clk_io_pct 0.2

create_clock -name clk0 -period $clk_period

set non_clock_inputs [all_inputs -no_clocks]
set_input_delay [expr $clk_period * $clk_io_pct] -clock clk0 $non_clock_inputs
set_output_delay [expr $clk_period * $clk_io_pct] -clock clk0 [all_outputs]
[./design.v]
module inverter(a,y);
    input a;
    output y;
    assign #1 y = ~a;
endmodule
module fa_gate_1(a,b,c,y);
    input a,b,c;
    output y;
    assign #1 y = ~((a&b) | (c&(b|a)));
endmodule
module fa_gate_2(a,b,c,m,y);
    input a,b,c,m;
    output y;
    assign #1 y = ~((a&b&c) | ((a|b|c)&m));
endmodule
module fa(a,b,ci,co,s);
    input a,b,ci;
    output s,co;
    wire nco, ns;
    fa_gate_1   fa_gate_1_1(a,b,ci, nco);
    fa_gate_2   fa_gate_2_1(a,b,ci,nco, ns);
    inverter    inverter_1(nco, co); 
    inverter    inverter_2(ns, s);
endmodule
module fa5 (a,b,c,d,e,ci0,ci1, 
            co1,co0,s);
    input a,b,c,d,e,ci0,ci1;
    output co1, co0, s;
     wire cout1, cout2, cout3, s1, s2; 
 	 fa fa_1(a,b,ci0,cout1,s1);
 	 fa fa_2(c,d,ci1,cout2, s2);
 	 fa fa_3(s1,s2,e,cout3,s);
  fa fa_4(cout2,cout1,cout3,co1,co0);
endmodule
module adder5 (a,b,c,d,e, sum);
    input [3:0] a,b,c,d,e;
 	output[6:0] sum;
 	wire co1, co2, co3, co4, co5, c06, co7, co8, co9;
  fa5 first(a[0],b[0],c[0],d[0],e[0],0,0,co2,co1,sum[0]);
  fa5 second(a[1],b[1],c[1], d[1],e[1], 0,co1,co4,co3,sum[1]);
  fa5 third(a[2],b[2],c[2],d[2],e[2],co2,co3,co6,co5,sum[2]);
  fa5 fourth (a[3],b[3],c[3],d[3],e[3],co4,co5,co8,co7,sum[3]);
  fa one(co6,co7,0,co9,sum[4]);
  fa two(co8,co9,0,sum[6],sum[5]);
endmodule
[./run.sh]
#!/bin/bash
# OpenROAD 26Q1-2900-gdf79404cd8, Yosys 0.63+post, stock flow scripts
make -C /OpenROAD-flow-scripts/flow DESIGN_CONFIG=/design/flow/config.mk WORK_HOME=/design/flow/orfs finish
[./config.mk]
export PLATFORM = sky130hd
export DESIGN_NAME = adder5
export DESIGN_NICKNAME = adder5
export VERILOG_FILES = /design/flow/design.v
export SDC_FILE = /design/flow/constraint.sdc
export NUM_CORES = 4
export LEC_CHECK = 1
export CORE_AREA = 10 10 70 70
export DIE_AREA = 0 0 80 80
==> results_dict.tcl <==
# place-and-route summary
set metrics [dict create \
    startpoint "b[0]" \
    min_from "e[0]" \
    dp.final_hpwl_um 1050 \
    fin_ws_ns 0.569 \
    hold_class "primary input to output port" \
    viasPerCell 2.77 \
    place_inst 120 \
    cp_max_fo 1 \
    topCellsByArea "fa_1 54%, inv_1 22%, ha_1 13%, buf_4 11%" \
    period_used_pct 95.3 \
    most-common-layout-cells "29 x inv_1, 27 x clkdlybuf4s50_1, 13 x fa_1" \
    core_um2 3420 \
    fa_ha_area_share_pct 66.7 \
    rows 21 \
    yosysWarnings 6 \
    post-place-ws_ns 0.540 \
    syn_area_um2 484 \
    warning_count 32 \
    worst_slew_pin_slew_ns 0.102 \
    ys_sh_simple_pct 0 \
    cts_hold_buffers 0 \
    grt_pass1_vias 412 \
    drt-initial-drc-count 3 \
    drive_gt1_share_pct 0 \
    grt.overflow.total 0 \
    finalSetupViolations 0 \
    wl_per_cell_um 8.68 \
    ys_cells 54 \
    place_congestion 0.845 \
    largest_area_cell "fa_1" \
    crit_type "primary input to output port" \
    drtAntennaViolNets 0 \
    fin_crit_ns 11.63 \
    tns_ns 0 \
    cts_setup_buffers 0 \
    timing.final.max_slew_violations 0 \
    area_growth_pct 56.8 \
    port-buffer-count 27 \
    cp.arrival_ns 9.19 \
    rsz0062_at_grt "false" \
    nClkBuffers 0 \
    yosys.cell_types.count 4 \
    status "completed" \
    grt_antenna_before_repair 0 \
    die_y_um 80 \
    fmax_mhz 86.0 \
    endpoint "sum[5]" \
    crit_path_start_kind "primary input" \
    syn_inst 54 \
    synthTopLogicFamily "adder cells" \
    final_cell_count_no_fill 120 \
    ys_chip_area_um2 484 \
    grt_start_max_net_pins 2 \
    hold_viol_final 0 \
    post_cts_resized 0 \
    num_antenna_cells 0 \
    cp-end-kind "output port" \
    utilization_pct 22.2 \
    maxSlewHeadroom_pct 93.2 \
    mostFrequentLayoutCell "inv_1" \
    syn_avg_cell_area_um2 8.97 \
    power.density_nw_per_um2 124 \
    xor_share_pct 0 \
    routed_wl_um 1040 \
    via_count 332 \
    ys_sh_mux_pct 0 \
    cap_violations 0 \
    cellLeakagePower_nw 0.388 \
    fp_util_pct 14.2 \
    seq_cells 0 \
    top_cell_area_share_pct 53.7 \
    grt_usage_pct 3.66 \
    peakVddDrop_v 0.000104 \
    die_w_um 80 \
    post-route-drc-count 0 \
    ys_seq_share_pct 0 \
    regArea_um2 0 \
    crit_required_ns 9.76 \
    die_area_um2 6400 \
    grt_pass1_wl_um 1910 \
    first_pass_iters 2 \
    io_pins 27 \
    synthAoiAreaFrac_pct 0 \
]
## cells in the mapped netlist (all sizes together)
cell	instances
buf	7
ha	5
inv	29
fa	13
## report_power, final
group          leakage (nW)  total (mW)  internal, mW  switching (mW)
Clock                     0           0             0               0
Sequential                0           0             0               0
Combinational         0.388      0.0944        0.0606          0.0338
## through the flow
| step | cell area [µm²] | total power, mW | hold WS (ns) |
|---|---|---|---|
| after floorplan | 484 | 0.0643 | 5.10 |
| after global placement | 759 | 0.0979 | 5.94 |
| after detailed placement | 759 | 0.0977 | 5.96 |
| after CTS | 759 | 0.0993 | 5.96 |
| after global routing | 759 | 0.112 | 6.01 |
| final | 759 | 0.0944 | 5.94 |
## per-layer routing
layer | GRT usage, % | routed length (µm)
met1 | 4.84 | 410
met2 | 6.02 | 512
met3 | 1.25 | 118
met4 | 0 | 0
met5 | 0 | 0
## worst min path at each step
| stage | endpoint | depth (start not counted) |
|---|---|---|
| 4_1_cts | sum[0] | 5 |
| 5_1_grt | sum[0] | 5 |
| 6_report | sum[0] | 5 |
## logic make-up after synthesis
| logic type | Yosys count |
|---|---|
| buf+inv | 36 |
| fa+ha+maj | 18 |
## area by class of cell
cell class / instances / area, µm²
Fill cell: 377 / 2660
Inverter: 29 / 109
Multi-Input combinational cell: 18 / 323
Tap cell: 46 / 57.6
Timing Repair Buffer: 27 / 270
## worst max-delay path, stage by stage
cell             delay [ns]
clkdlybuf4s50_1        0.40
ha_1                   0.28
inv_1                  0.05
fa_1                   0.41
fa_1                   0.54
inv_1                  0.05
fa_1                   0.48
inv_1                  0.05
fa_1                   0.37
fa_1                   0.50
inv_1                  0.05
fa_1                   0.50
fa_1                   0.16
inv_1                  0.05
fa_1                   0.48
inv_1                  0.05
fa_1                   0.48
inv_1                  0.05
fa_1                   0.37
fa_1                   0.49
inv_1                  0.04
ha_1                   0.17
ha_1                   0.27
clkdlybuf4s50_1        0.46
Power figures rest on the tool's default switching activity, not on a simulated workload.
