==> constraint.sdc <==
current_design display_mux

set clk_period 1.2
set clk_io_pct 0.2

create_clock -name clk0 -period $clk_period

set non_clock_inputs [all_inputs -no_clocks]
set_input_delay [expr $clk_period * $clk_io_pct] -clock clk0 $non_clock_inputs
set_output_delay [expr $clk_period * $clk_io_pct] -clock clk0 [all_outputs]
==> run.sh <==
#!/bin/bash
# OpenROAD 26Q1-2900-gdf79404cd8, Yosys 0.63+post, stock flow scripts
make -C /OpenROAD-flow-scripts/flow DESIGN_CONFIG=/design/flow/config.mk WORK_HOME=/design/flow/orfs finish
==> config.mk <==
export PLATFORM = sky130hd
export DESIGN_NAME = display_mux
export DESIGN_NICKNAME = display_mux
export VERILOG_FILES = /design/flow/design.v
export SDC_FILE = /design/flow/constraint.sdc
export NUM_CORES = 4
export LEC_CHECK = 1
export CORE_AREA = 10 10 70 70
export DIE_AREA = 0 0 80 80
==> design.v <==
module rom(address, data, read);
  input[4:0] address;
  output[6:0] data;
  input read;
  reg [6:0] data;
  always @(read or address)
    begin
      case (address)
      	5'b00000: data = 7'b1110111;
      	5'b00001: data = 7'b1111100;
      	5'b00010: data = 7'b1011000;
      	5'b00011: data = 7'b1011110;
      	5'b00100: data = 7'b1111001;
      	5'b00101: data = 7'b1110001;
      	5'b00110: data = 7'b1101111;
       	5'b00111: data = 7'b1110110;
        5'b01000: data = 7'b0000110;
		5'b01001: data = 7'b0011110;
		5'b01010: data = 7'b1111000;
		5'b01011: data = 7'b0111000;
		5'b01100: data = 7'b0010101;
		5'b01101: data = 7'b1010100;
		5'b01110: data = 7'b1011100;
		5'b01111: data = 7'b1110011;
        5'b10000: data = 7'b1100111;
        5'b10001: data = 7'b1010000;
        5'b10010: data = 7'b1101101;
        5'b10011: data = 7'b1000110;
        5'b10100: data = 7'b0111110;
        5'b10101: data = 7'b0011100;
        5'b10110: data = 7'b0101010;
        5'b10111: data = 7'b1001001;
       5'b11000 : data = 7'b1101110;
       5'b11001 : data = 7'b1011011;
       5'b11010 : data = 7'b1000000;
       5'b11011 : data = 7'b1000000;
       5'b11100 : data = 7'b1000000;
       5'b11101 : data = 7'b1000000;
       5'b11110 : data = 7'b1000000;
       5'b11111 : data = 7'b1000000;
      endcase
     end
 endmodule
module display_rom (letter, display);
    input   [4:0] letter;
    output  [6:0] display;
  rom rom(letter, display,1);
endmodule
module MUX_8(a,b,c,d,e,f,g,h,sel,out);
  input a,b,c,d,e,f,g,h;
  input [2:0] sel;
  output out;
  reg out;
  always @ (a or b or c or d or e or f or g or h or sel)
    begin
      case(sel)
        3'b000 : out=a;
        3'b001 : out=b;
        3'b010 : out=c;
        3'b011 : out=d;
        3'b100 : out=e;
        3'b101 : out=f;
        3'b110 : out=g;
        3'b111 : out=h;
      endcase
    end
endmodule
module MUX_4(a,b,c,d,sel,out);
  input a,b,c,d;
  input [1:0] sel;
  output  out;
  reg out;
  always @ (a or b or c or d or sel)
    begin
      case(sel)
        2'b00 : out=a;
        2'b01 : out=b;
        2'b10 : out=c;
        2'b11 : out=d;
      endcase
    end
endmodule
module MUXB(sel,out);
  input [4:0] sel;
  output out;
  reg out;
  always @ (sel)
    begin
      case(sel)
        5'b00000: out = 1'b1;
      	5'b00001: out = 1'b0;
      	5'b00010: out = 1'b0;
      	5'b00011: out = 1'b1;
      	5'b00100: out = 1'b0;
      	5'b00101: out = 1'b0;
      	5'b00110: out = 1'b1;
       	5'b00111: out = 1'b1;
        5'b01000: out = 1'b1;
		5'b01001: out = 1'b1;
		5'b01010: out = 1'b0;
		5'b01011: out = 1'b0;
		5'b01100: out = 1'b0;
		5'b01101: out = 1'b0;
		5'b01110: out = 1'b0;
		5'b01111: out = 1'b1;
        5'b10000: out = 1'b1;
        5'b10001: out = 1'b0;
        5'b10010: out = 1'b0;
        5'b10011: out = 1'b1;
        5'b10100: out = 1'b1;
        5'b10101: out = 1'b0;
        5'b10110: out = 1'b1;
        5'b10111: out = 1'b0;
       5'b11000 : out = 1'b1;
       5'b11001 : out = 1'b1;
       5'b11010 : out = 1'b0;
       5'b11011 : out = 1'b0;
       5'b11100 : out = 1'b0;
       5'b11101 : out = 1'b0;
       5'b11110 : out = 1'b0;
       5'b11111 : out = 1'b0;
      endcase
    end
    endmodule
module MUXC(sel, out);
input [4:0] sel;
output out;
reg out;
always @ (sel)
    begin
     case (sel)
      5'b00000 : out = 1'b1;
      5'b00001 : out = 1'b1;
      5'b00010 : out = 1'b0;
      5'b00011 : out = 1'b1;
      5'b00100 : out = 1'b0;
      5'b00101 : out = 1'b0;
      5'b00110 : out = 1'b1;
      5'b00111 : out = 1'b1;
      5'b01000 : out = 1'b1;
      5'b01001 : out = 1'b1;
      5'b01010 : out = 1'b0;
      5'b01011 : out = 1'b0;
      5'b01100 : out = 1'b1;
      5'b01101 : out = 1'b1;
      5'b01110 : out = 1'b1;
      5'b01111 : out = 1'b0;
      5'b10000 : out = 1'b1;
      5'b10001 : out = 1'b0;
      5'b10010 : out = 1'b1;
      5'b10011 : out = 1'b1;
      5'b10100 : out = 1'b1;
      5'b10101 : out = 1'b1;
      5'b10110 : out = 1'b0;
      5'b10111 : out = 1'b0;
      5'b11000 : out = 1'b1;
      5'b11001 : out = 1'b0;
      5'b11010 : out = 1'b0;
      5'b11011 : out = 1'b0;
      5'b11100 : out = 1'b0;
      5'b11101 : out = 1'b0;
      5'b11110 : out = 1'b0;
      5'b11111 : out = 1'b0;
      endcase  
    end
endmodule
module MUXD(sel,out);
  input [4:0] sel;
  output out;
  reg out;
  always @ (sel)
    begin
      case(sel)
        5'b00000 : out = 1'b0;
       5'b00001 : out = 1'b1;
       5'b00010 : out = 1'b1;
       5'b00011 : out = 1'b1;
       5'b00100 : out = 1'b1;
       5'b00101 : out = 1'b0;
       5'b00110 : out = 1'b1;
       5'b00111 : out = 1'b0;
       5'b01000 : out = 1'b0;
       5'b01001 : out = 1'b1;
       5'b01010 : out = 1'b1;
       5'b01011 : out = 1'b1;
       5'b01100 : out = 1'b0;
       5'b01101 : out = 1'b0;
       5'b01110 : out = 1'b1; 
       5'b01111 : out = 1'b0;
       5'b10000 : out = 1'b0;
       5'b10001 : out = 1'b0;
       5'b10010 : out = 1'b1;
       5'b10011 : out = 1'b0;
       5'b10100 : out = 1'b1;
       5'b10101 : out = 1'b1;
       5'b10110 : out = 1'b1;
       5'b10111 : out = 1'b1;
       5'b11000 : out = 1'b1;
       5'b11001 : out = 1'b1;
       5'b11010 : out = 1'b1;
       5'b11011 : out = 1'b0;
       5'b11100 : out = 1'b0;
       5'b11101 : out = 1'b0;
       5'b11110 : out = 1'b0;
       5'b11111 : out = 1'b0;
      endcase
    end
endmodule
       module MUXE(sel,out);
  input [4:0] sel;
  output out;
  reg out;
  always @ (sel)
    begin
      case(sel)
        5'b00000: out = 1'b1;
      	5'b00001: out = 1'b1;
      	5'b00010: out = 1'b1;
      	5'b00011: out = 1'b1;
      	5'b00100: out = 1'b1;
      	5'b00101: out = 1'b1;
      	5'b00110: out = 1'b0;
       	5'b00111: out = 1'b1;
        5'b01000: out = 1'b0;
		5'b01001: out = 1'b1;
		5'b01010: out = 1'b1;
		5'b01011: out = 1'b1;
		5'b01100: out = 1'b1;
		5'b01101: out = 1'b1;
		5'b01110: out = 1'b1;
		5'b01111: out = 1'b1;
        5'b10000: out = 1'b0;
        5'b10001: out = 1'b1;
        5'b10010: out = 1'b0;
        5'b10011: out = 1'b0;
        5'b10100: out = 1'b1;
        5'b10101: out = 1'b1;
        5'b10110: out = 1'b0;
        5'b10111: out = 1'b0;
       5'b11000 : out = 1'b0;
       5'b11001 : out = 1'b1;
       5'b11010 : out = 1'b0;
       5'b11011 : out = 1'b0;
       5'b11100 : out = 1'b0;
       5'b11101 : out = 1'b0;
       5'b11110 : out = 1'b0;
       5'b11111 : out = 1'b0;
      endcase
    end
    endmodule   
module MUXF(sel,out);
  input [4:0] sel;
  output out;
  reg out;
  always @ (sel)
    begin
      case(sel)
        5'b00000: out = 1'b1;
      	5'b00001: out = 1'b1;
      	5'b00010: out = 1'b0;
      	5'b00011: out = 1'b0;
      	5'b00100: out = 1'b1;
      	5'b00101: out = 1'b1;
      	5'b00110: out = 1'b1;
       	5'b00111: out = 1'b1;
        5'b01000: out = 1'b0;
		5'b01001: out = 1'b0;
		5'b01010: out = 1'b1;
		5'b01011: out = 1'b1;
		5'b01100: out = 1'b0;
		5'b01101: out = 1'b0;
		5'b01110: out = 1'b0;
		5'b01111: out = 1'b1;
        5'b10000: out = 1'b1;
        5'b10001: out = 1'b0;
        5'b10010: out = 1'b1;
        5'b10011: out = 1'b0;
        5'b10100: out = 1'b1;
        5'b10101: out = 1'b0;
        5'b10110: out = 1'b1;
        5'b10111: out = 1'b0;
       5'b11000 : out = 1'b1;
       5'b11001 : out = 1'b0;
       5'b11010 : out = 1'b0;
       5'b11011 : out = 1'b0;
       5'b11100 : out = 1'b0;
       5'b11101 : out = 1'b0;
       5'b11110 : out = 1'b0;
       5'b11111 : out = 1'b0;
      endcase
    end
    endmodule   
module MUXG (sel, out);
input [4:0] sel;
output out;
wire m1, m2, m3, m4;
  MUX_8 mux8_g1(1'b1,1'b1,1'b0,1'b0,1'b1,1'b0,1'b1,1'b1,sel[4:2],m1);
  MUX_8 mux8_g2(1'b1,1'b1,1'b0,1'b1,1'b1,1'b0,1'b1,1'b1,sel[4:2],m2);
  MUX_8 mux8_g3(1'b1,1'b1,1'b1,1'b1,1'b1,1'b0,1'b1,1'b1,sel[4:2],m3);
  MUX_8 mux8_g4(1'b1,1'b1,1'b0,1'b1,1'b1,1'b1,1'b1,1'b1,sel[4:2],m4);
  MUX_4 mux4_g1(m1,m2,m3,m4,sel[1:0],out);
endmodule
module MUXA (sel, out);
input [4:0] sel;
output out;
wire m1, m2, m3, m4;
  MUX_8 mux8_a1(1'b1,1'b1,1'b0,1'b1,1'b1,1'b0,1'b0,1'b0,sel[4:2],m1);
  MUX_8 mux8_a2(1'b0,1'b1,1'b0,1'b0,1'b0,1'b0,1'b1,1'b0,sel[4:2],m2);
  MUX_8 mux8_a3(1'b0,1'b1,1'b0,1'b0,1'b1,1'b0,1'b0,1'b0,sel[4:2],m3);
  MUX_8 mux8_a4(1'b0,1'b0,1'b0,1'b1,1'b0,1'b1,1'b0,1'b0,sel[4:2],m4);
MUX_4 mux4_a1(m1,m2,m3,m4,sel[1:0],out);
endmodule
module display_mux (letter, g,f,e,d,c,b,a);
    input   [4:0] letter;
    output  g,f,e,d,c,b,a;
  wire g,f,e,d,c,b,a;
MUXA aa(letter, a);
MUXB bb(letter, b);
MUXC cc(letter, c);
MUXD dd(letter, d);
MUXE ee(letter, e);
MUXF ff(letter, f);
MUXG gg(letter, g);
endmodule
==> results.rst <==
Physical design figures
=======================

.. list-table::
   :header-rows: 1

   * - Metric
     - Value
   * - Warnings, synthesis
     - 7
   * - Post-layout period usage of the worst path
     - 129%
   * - Fraction of power consumed by the clock network
     - 0%
   * - Floorplan die area
     - 6400 um2
   * - Number of placed I/O pins
     - 12
   * - Pre-CTS worst setup slack
     - -1.22 ns
   * - Global-route wire length before repair
     - 3170 um
   * - Peak VDD IR
     - 0.168 mV
   * - Input/output buffers
     - 12
   * - Worst Tran Pin Value
     - 0.237 ns
   * - Type of the worst min-delay path
     - in2out
   * - Global-route total usage across every layer
     - 5.77%
   * - Via count
     - 646
   * - Cell chain of the critical path
     - buf_12 > inv_6 > buf_6 > ha_4 > or3_1 > o211ai_1 > a32oi_1 > buf_2
   * - Share of the core filled by cells before placement
     - 12.8%
   * - Vias per cell
     - 4.34
   * - Placed wire-length estimate after detailed placement
     - 1190 um
   * - Die outline height
     - 80 um
   * - Crit path from
     - letter[1]
   * - Worst hold margin
     - 0.795 ns
   * - WL met2
     - 888 um
   * - Highest metal layer with signal wires
     - met3
   * - Required time of the critical path
     - 0.96 ns
   * - Final Hold Violating Endpoints
     - 0
   * - Number of rows in the core area
     - 21
   * - Per-instance average area after synthesis
     - 6.93 um2
   * - Share of the yosys chip area belonging to registers
     - 0%
   * - Endpoints failing setup
     - 7
   * - Violations in the final reports
     - negative setup slack
   * - Clock Buffer Count
     - 0
   * - Cell family contributing the most delay on the critical path
     - buffers and inverters
   * - Worst Setup End Kind
     - output port
   * - Worst setup path end
     - a
   * - Instance count of the mapped netlist
     - 63
   * - Antenna violations before repair
     - 0
   * - Flop count
     - 0
   * - Post-route total power
     - 0.395 mW
   * - Number of distinct library cells after synthesis
     - 30
   * - Cell Count Post-Placement
     - 133
   * - Fraction of final layout cells sized beyond drive strength 1
     - 70.9%
   * - Normalized max-slew margin
     - 84.2%
   * - Final setup margin
     - -0.353 ns
   * - Category of the worst setup path launch point
     - input pin
   * - Pleak
     - 0.464 nW
   * - Wire length on met1
     - 961 um
   * - Count of fill cells added during filler insertion
     - 343
   * - Power density normalized to cell area
     - 351 nW/um2
   * - Chip Width
     - 80 um
   * - Vias in the first global route
     - 670
   * - Arrival time of data at the critical path endpoint
     - 1.31 ns
   * - Final RePlAce weighted congestion
     - 0.924
   * - Total gr overflow
     - 0
   * - Tool warnings
     - 40
   * - Fin Setup TNS
     - -1.89 ns
   * - Number of buffers and inverters on the critical path
     - 4
   * - Slowest stage cell, crit path
     - sky130_fd_sc_hd__or3_1
   * - Cell count of the worst hold path
     - 3
   * - Combined area of all synthesized cells
     - 437 um2
   * - Total length of routed met3 wires
     - 64 um
   * - Switching power
     - 0.168 mW
   * - Critical Path Fanout Max
     - 5
   * - Total number of cells along the worst setup path
     - 8
   * - Yosys-reported design area after synthesis
     - 437 um2
   * - P_int
     - 0.227 mW
   * - Register cell area after layout
     - 0 um2
   * - Start-to-end type of the worst setup path
     - in2out
   * - Max-cap viol count
     - 0
   * - Antenna-violating nets left
     - 0
   * - Number of remaining DRC errors
     - 0
   * - Final period demand of the worst path
     - 1.55 ns
   * - Relative contribution of sequential cells to total power
     - 0%
   * - Comb pwr share
     - 100.0%
   * - First-pass iteration count of the detailed router
     - 4
   * - CORE AREA
     - 3420 um2
   * - First-iteration detailed-routing DRC count
     - 5
   * - Count of non-filler cells in the finished layout
     - 149
   * - Run status
     - finished, violations left
   * - Net Sw Frac
     - 42.5%
   * - Diode count
     - 0
   * - Setup repair after global routing missed its margin
     - yes
   * - Aggregate routed wire length
     - 1920 um
   * - Layout Area Growth over Synthesis
     - 157%
   * - Layout Cell Area excl Fill
     - 1120 um2
   * - Number of standard cells reported by yosys
     - 63
   * - Cell area after placement
     - 744 um2
   * - Final core occ
     - 32.9%
   * - Slew Limit Fails
     - 0
   * - Maximum number of pins on one net before global-route repair
     - 8
   * - Slowest Stage Delay on Critical Path
     - 0.32 ns
   * - Routed wire per std cell
     - 12.9 um
   * - Fmax
     - 644 MHz
[placed cells by master (no fill, tap or decap), types with 3 or more instances in the layout]
master and n:
sky130_fd_sc_hd__a21oi_1 3, sky130_fd_sc_hd__nor2b_1 4, sky130_fd_sc_hd__ha_4 5, sky130_fd_sc_hd__buf_2 9, sky130_fd_sc_hd__buf_8 3, sky130_fd_sc_hd__nand2b_4 4, sky130_fd_sc_hd__buf_6 16, sky130_fd_sc_hd__buf_4 14
sky130_fd_sc_hd__o21ai_1 3, sky130_fd_sc_hd__nand2b_1 3
[power by group through the flow]
| stage | Clock (mW) | Sequential [mW] | Combinational [mW] |
|---|---|---|---|
| final | 0 | 0 | 0.395 |
| after global routing | 0 | 0 | 0.428 |
| after CTS | 0 | 0 | 0.333 |
[worst min-delay path, cell delays in order]
cell,delay [ns]
sky130_fd_sc_hd__buf_2,0.12
sky130_fd_sc_hd__a311oi_1,0.09
sky130_fd_sc_hd__buf_2,0.11
[worst min-delay path by stage]
stage,startpoint,end,slack (ns)
4_1_cts,letter[3],g,0.80
5_1_grt,letter[3],g,0.83
6_report,letter[3],g,0.80
[routing by layer]
layer,vias up,GRT usage [%]
met1,321,8.38
li1,317,-
met4,0,0.352
met5,-,0
met3,0,0.682
met2,8,9.23
[cell families after synthesis]
family,count (synthesis),synth area share [%]
compound gates,25,41.6
simple gates,22,30.4
buf+inv,9,8.88
fa+ha+maj,6,17.2
xor+xnor,1,2.01
[what timing repair did]
action	4_1_cts	5_1_grt
endpoints found under the setup margin	7	7
resized	86	21
setup buffers	12	3
pin swaps	23	16
gates cloned	1	0
hold buffers	0	0
[final cells by class]
class	instances	area [um2]	share of cell area, %
Inverter	5	33.8	3.01
Multi-Input combinational cell	54	617	54.9
Tap cell	46	57.6	5.12
Timing Repair Buffer	44	415	37.0
[synth_stat cells]
master                      n  share of area [%]
sky130_fd_sc_hd__a21oi_1    4                4.6
sky130_fd_sc_hd__buf_2      4                4.6
sky130_fd_sc_hd__o21ai_1    4                4.6
sky130_fd_sc_hd__inv_1      3                2.6
sky130_fd_sc_hd__or3b_1     1                2.0
sky130_fd_sc_hd__o21bai_1   1                1.7
sky130_fd_sc_hd__ha_1       6                 17
sky130_fd_sc_hd__a21o_1     1                1.7
sky130_fd_sc_hd__a32oi_1    1                2.0
sky130_fd_sc_hd__o31a_1     1                2.0
sky130_fd_sc_hd__xnor2_1    1                2.0
sky130_fd_sc_hd__a311o_1    1                2.3
sky130_fd_sc_hd__inv_2      2                1.7
sky130_fd_sc_hd__o211ai_1   1                1.7
sky130_fd_sc_hd__o221ai_1   1                2.0
sky130_fd_sc_hd__and3b_1    2                4.0
sky130_fd_sc_hd__or3_1      2                2.9
sky130_fd_sc_hd__a2111oi_2  1                3.4
sky130_fd_sc_hd__nand2b_1   7                 10
sky130_fd_sc_hd__nand2_1    3                2.6
sky130_fd_sc_hd__a311oi_1   1                2.0
sky130_fd_sc_hd__o22ai_1    1                1.4
sky130_fd_sc_hd__o311ai_1   2                4.0
sky130_fd_sc_hd__a31oi_1    1                1.4
sky130_fd_sc_hd__nor2_1     2                1.7
sky130_fd_sc_hd__and3_1     1                1.4
sky130_fd_sc_hd__o21ai_0    2                2.3
sky130_fd_sc_hd__nor2b_1    4                5.7
sky130_fd_sc_hd__a221oi_1   1                2.0
sky130_fd_sc_hd__a32o_1     1                2.3
Power is estimated from default activity; no workload was simulated.
